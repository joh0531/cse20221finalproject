==> /design/flow/design.v <==
module LCD_message(
	input clk,
	input [4:0] raddr,
	input [8:0] t,
	output [7:0] dout);
	reg [7:0] m [0:31];
    wire [5:0] sec = t % 60;
    wire [2:0] min = t / 60;
	assign dout = m[raddr];
    parameter MIN_ADDR = 8'h10;
    parameter SEC_ADDR1 = 8'h16;
    parameter SEC_ADDR0 = 8'h17;
	initial begin
		m[8'h00] = "T";
		m[8'h01] = "I";
		m[8'h02] = "M";
		m[8'h03] = "E";
		m[8'h04] = ":";
		m[8'h05] = " ";
		m[8'h06] = " ";
		m[8'h07] = " ";
		m[8'h08] = " ";
		m[8'h09] = " ";
		m[8'h0a] = " ";
		m[8'h0b] = " ";
		m[8'h0c] = " ";
		m[8'h0d] = " ";
		m[8'h0e] = " ";
		m[8'h0f] = " ";
		m[8'h10] = " ";
		m[8'h11] = " ";
		m[8'h12] = "M";
		m[8'h13] = "I";
		m[8'h14] = "N";
		m[8'h15] = " ";
		m[8'h16] = " ";
		m[8'h17] = " ";
		m[8'h18] = " ";
		m[8'h19] = "S";
		m[8'h1a] = "E";
		m[8'h1b] = "C";
		m[8'h1c] = " ";
		m[8'h1d] = " ";
		m[8'h1e] = " ";
		m[8'h1f] = " ";
	end
	always @(posedge clk) begin
         m[MIN_ADDR] = min;
         m[SEC_ADDR1] = sec / 10;
         m[SEC_ADDR0] = sec % 10;
	end
endmodule
==> /design/flow/run.sh <==
#!/bin/bash
# OpenROAD 26Q1-2900-gdf79404cd8, Yosys 0.63+post, stock flow scripts
make -C /OpenROAD-flow-scripts/flow DESIGN_CONFIG=/design/flow/config.mk WORK_HOME=/design/flow/orfs finish
==> /design/flow/config.mk <==
export PLATFORM = sky130hd
export DESIGN_NAME = LCD_message
export DESIGN_NICKNAME = LCD_message
export VERILOG_FILES = /design/flow/design.v
export SDC_FILE = /design/flow/constraint.sdc
export NUM_CORES = 4
export LEC_CHECK = 1
export CORE_AREA = 10 10 87 87
export DIE_AREA = 0 0 97 97
==> /design/flow/constraint.sdc <==
current_design LCD_message

set clk_period 5.5
set clk_io_pct 0.2

create_clock -name clk0 -period $clk_period [get_ports {clk}]

set non_clock_inputs [all_inputs -no_clocks]
set_input_delay [expr $clk_period * $clk_io_pct] -clock clk0 $non_clock_inputs
set_output_delay [expr $clk_period * $clk_io_pct] -clock clk0 [all_outputs]
==> CHANGELOG.md <==
### Physical design

* Min Clock Period, post-route at 5.321 ns
* Crit Path Max Fanout at 9
* Number of endpoints failing setup at the final stage at 0
* Clock transition time at the flip-flop clock pins of the worst setup and hold paths at 0.06 ns
* Endpoint class of the critical path: flop
* Crit start category: input port
* Dominant synthesized flop cell: sky130_fd_sc_hd__dfxtp_1
* Number of DRC violations after detailed-routing iteration 0 at about 120
* Max Slew Vio Count at 0
* Half-perimeter wire length after placement at 4084 microns
* Die Height at 97 microns
* Via count of the first global-routing pass at 1877
* Classification of the worst-slack hold path: in2reg
* Clock tree from TritonCTS: yes
* CP Data Arrival Time at 5.45 ns
* Share of layout cells above drive strength 1 at 27.36%
* Post-route core utilization at 47.26%
* IR drop worst, VDD at 0.1091 mV
* Vias/cell at 5.418
* Startpoint of the worst setup timing path: t[6]
* GR Overflow Total at 0
* Area of the die at 9409 sq um
* FF+latch count, synth at 15
* Synth area leader: sky130_fd_sc_hd__dfxtp_1
* Global-route wire length before repair at 8783 microns
* Least-Margin Pin Slew at between 0.6 and 0.7 ns
* Number of remaining DRC errors at 0
* Aggregate negative setup slack at 0 ns
* Final Hold Vio Count at 0
* Synthesized area per cell at 7.695 sq um
* Total core area at between 5000 and 6000 sq um
* Fill cells at around 550
* Per-cell routed wire length at 13.12 microns
* Leak at approximately 1.1 nW
* Number of cells produced by synthesis at between 200 and 300
* Router iterations before antenna repair at 4
* Number of buffers on the longest clock path at 2
* Unrepaired setup endpoints after global routing: yes
* Proportion of netlist area held by the largest area contributor at 14.62%
* Category of the critical setup timing path: in2reg
* Floorplan utilization at 36.42%
* CTS H-tree depth at 1
* Max frequency at 0.1879 GHz
* Final antenna diode count at 0
* Synth Seq Share at 14.62%
* Number of standard-cell rows in the floorplan at 27
* Leading post-synthesis cells by cell area: sky130_fd_sc_hd__dfxtp_1 15%, sky130_fd_sc_hd__nand2_1 4.4%, sky130_fd_sc_hd__nor2_1 4.2%, sky130_fd_sc_hd__a21oi_1 4.1%, sky130_fd_sc_hd__o21ai_0 3.7%
* GRT Util Overall at 10.33%
* Number of flip-flops in the largest register at 15
* Maximum number of pins on one net before global-route repair at 19
* Worst setup path endpoint: m[23][3]
* TritonCTS Sinks at 15
* Drt total wl at around 5100 microns
* Power Total at 0.0006478 W
* Area growth from synthesis to final layout at 29.78%
* Master cell of the clock root buffer: sky130_fd_sc_hd__clkbuf_8
* Run status: finished, final reports clean
* Ys cells at 267
* Number of buffers added by the clock tree synthesis step at 3
* Share of synthesized registers carrying an async set or reset at 0%
* Routability congestion estimate at around 0.96
* Total number of vias at 2113
* Worst endpoint required time at 5.63 ns
* Synth cell types at 75
* Antenna violations before repair at 0
* Combined area of all synthesized cells at 2054 sq um
* Number of warnings reported in the yosys synthesis log at 2
* Slew headroom at 58.60%
* Number of violations of the max-capacitance limit at 0
* Total of buffers placed on input and output ports at 22
* Number of synthesized flops with an enable pin at 0
* Ratio of total power to cell area at about 240 nW/um^2
* Post-route fraction of the period consumed by the critical path at 96.75%
* Tool warnings at 27
* Horizontal extent of the die at just under 100 microns
* Antenna-violating nets left at 0
* Number of top-level pins at 23
* Synthesis area per yosys at between 2000 and 2500 sq um
area by class of cell:
cell class | count | area (sq um) | area share, %
Clock buffer | 3 | 41.29 | 1.549
Clock inverter | 1 | 5.005 | 0.1877
Inverter | 12 | 45.04 | 1.689
Multi-Input combinational cell | 220 | 1627 | 61.00
Sequential cell | 15 | 300.3 | 11.26
Tap cell | 72 | 90.09 | 3.379
Timing Repair Buffer | 67 | 558.0 | 20.93
worst min path at each step:
stage | startpoint | cells past startpoint | slack [ns] | to
CTS | t[0] | 1 | 1.37 | m[23][0]
global route | t[0] | 1 | 1.36 | m[23][0]
finish | t[0] | 1 | 1.36 | m[23][0]
cells in the mapped netlist, types with 4 or more instances:
library cell / instances
sky130_fd_sc_hd__mux2i_1: 7
sky130_fd_sc_hd__nor3_1: 8
sky130_fd_sc_hd__a21oi_1: 17
sky130_fd_sc_hd__nand2_1: 24
sky130_fd_sc_hd__nand2b_1: 4
sky130_fd_sc_hd__clkbuf_1: 8
sky130_fd_sc_hd__nand3_1: 13
sky130_fd_sc_hd__o22ai_1: 4
sky130_fd_sc_hd__or3_1: 4
sky130_fd_sc_hd__buf_4: 5
sky130_fd_sc_hd__and2_1: 6
sky130_fd_sc_hd__ha_1: 5
sky130_fd_sc_hd__a31oi_1: 4
sky130_fd_sc_hd__o21ai_0: 15
sky130_fd_sc_hd__dfxtp_1: 15
sky130_fd_sc_hd__buf_2: 5
sky130_fd_sc_hd__nor2_1: 23
sky130_fd_sc_hd__o211ai_1: 4
sky130_fd_sc_hd__inv_1: 12
sky130_fd_sc_hd__a211oi_1: 5
logic make-up (layout without fill, tap and decap cells):
family,Yosys count,in the layout,synth area share (%)
mux,10,10,5.603
simple gates,102,102,26.55
xor+xnor,5,5,2.863
buf+inv,32,83,7.795
compound gates,95,95,38.31
flops,15,15,14.62
other cells,1,1,0.1825
fa+ha+maj,7,7,4.080
repair_timing:
| action | 4_1_cts | 5_1_grt |
|---|---|---|
| hold buffers | 0 | 0 |
| resized | 0 | 7 |
| endpoints found under the setup margin | 0 | 7 |
| setup buffers | 0 | 3 |
per-stage QoR:
stage	instance area [sq um]	worst slack [ns]	hold slack, ns	instances
after floorplan	2054	0.2823	1.128	267
after global placement	2565	-0.1714	1.621	383
after detailed placement	2565	-0.2103	1.624	383
after CTS	2611	0.02274	1.366	387
after global routing	2666	-0.02099	1.363	390
final	2666	0.1789	1.363	390
cells in the final DEF (no fill, tap or decap), types with 2 or more instances in the layout:
cell type,n
sky130_fd_sc_hd__o221ai_2,2
sky130_fd_sc_hd__a211o_1,2
sky130_fd_sc_hd__xnor2_1,3
sky130_fd_sc_hd__nor2_1,23
sky130_fd_sc_hd__and3_1,2
sky130_fd_sc_hd__clkbuf_8,3
sky130_fd_sc_hd__nand2_1,24
sky130_fd_sc_hd__a211oi_1,4
sky130_fd_sc_hd__clkdlybuf4s50_1,22
sky130_fd_sc_hd__nor3_1,7
sky130_fd_sc_hd__a31oi_1,4
sky130_fd_sc_hd__buf_4,45
sky130_fd_sc_hd__and2_1,6
sky130_fd_sc_hd__mux2i_1,6
sky130_fd_sc_hd__o22ai_1,4
sky130_fd_sc_hd__nand3_1,13
sky130_fd_sc_hd__o31a_1,2
sky130_fd_sc_hd__a21oi_1,17
sky130_fd_sc_hd__or2_2,2
sky130_fd_sc_hd__nand3b_1,3
sky130_fd_sc_hd__o211ai_1,4
sky130_fd_sc_hd__inv_1,12
sky130_fd_sc_hd__o22a_1,2
sky130_fd_sc_hd__a21o_1,2
sky130_fd_sc_hd__o21ai_2,4
sky130_fd_sc_hd__dfxtp_1,15
sky130_fd_sc_hd__o21a_1,3
sky130_fd_sc_hd__o21ai_0,15
sky130_fd_sc_hd__xnor2_2,2
sky130_fd_sc_hd__a31o_2,3
sky130_fd_sc_hd__or3_1,3
sky130_fd_sc_hd__ha_1,5
sky130_fd_sc_hd__nand4_1,2
sky130_fd_sc_hd__o31ai_1,3
sky130_fd_sc_hd__nand2b_1,4
sky130_fd_sc_hd__o211ai_2,3
routing by layer:
metal	GRT usage, %	share of wire [%]	up-vias
met5	0	0	-
met4	1.127	0.57	0
met3	0.9312	3.4	2
met2	15.70	44	40
met1	15.79	52	957
li1	-	-	1114
critical path: stages:
cell	delay, ns
sky130_fd_sc_hd__clkdlybuf4s50_1	0.50
sky130_fd_sc_hd__nand3_2	0.09
sky130_fd_sc_hd__inv_1	0.06
sky130_fd_sc_hd__ha_1	0.23
sky130_fd_sc_hd__nand3b_1	0.19
sky130_fd_sc_hd__o211ai_2	0.20
sky130_fd_sc_hd__o221ai_2	0.20
sky130_fd_sc_hd__or3_4	0.43
sky130_fd_sc_hd__a32oi_4	0.21
sky130_fd_sc_hd__buf_4	0.15
sky130_fd_sc_hd__nand2b_1	0.07
sky130_fd_sc_hd__ha_1	0.19
sky130_fd_sc_hd__and2_1	0.15
sky130_fd_sc_hd__a31oi_1	0.16
sky130_fd_sc_hd__nand3_1	0.13
sky130_fd_sc_hd__a21boi_2	0.20
sky130_fd_sc_hd__buf_4	0.18
sky130_fd_sc_hd__maj3_2	0.30
sky130_fd_sc_hd__a211o_1	0.30
sky130_fd_sc_hd__buf_4	0.17
sky130_fd_sc_hd__nor2b_1	0.14
sky130_fd_sc_hd__xnor2_1	0.12
report_power, final:
group | total (W) | switching, W | internal (W)
clock | 0.0000834 | 0.0000334 | 0.0000500
sequential | 0.000152 | 0.00000842 | 0.000144
combinational | 0.000412 | 0.000205 | 0.000207
total | 0.000648 | 0.000247 | 0.000401
Power figures rest on the tool's default switching activity, not on a simulated workload.
